**config.mk**
```make
export PLATFORM = sky130hd
export DESIGN_NAME = ram_dual
export DESIGN_NICKNAME = ram_dual
export VERILOG_FILES = /design/flow/design.v
export SDC_FILE = /design/flow/constraint.sdc
export NUM_CORES = 4
export LEC_CHECK = 1
export CORE_UTILIZATION = 50
```
**constraint.sdc**
```tcl
current_design ram_dual

set clk_period 16.4
set clk_io_pct 0.2

create_clock -name clk0 -period $clk_period [get_ports {clk1}]
create_clock -name clk1 -period $clk_period [get_ports {clk2}]

set non_clock_inputs [all_inputs -no_clocks]
set_input_delay [expr $clk_period * $clk_io_pct] -clock clk0 $non_clock_inputs
set_output_delay [expr $clk_period * $clk_io_pct] -clock clk0 [all_outputs]
```
**design.v**
```verilog
module ram_dual(q, addr_in, addr_out, d, we, clk1, clk2);
   output[7:0] q;
   input [7:0] d;
   input [6:0] addr_in;
   input [6:0] addr_out;
   input we, clk1, clk2;
   reg [6:0] addr_out_reg;
   reg [7:0] q;
   reg [7:0] mem [127:0];
   always @(posedge clk1) begin
      if (we)
         mem[addr_in] <= d;
   end
   always @(posedge clk2) begin
      q <= mem[addr_out_reg];
      addr_out_reg <= addr_out;
   end
endmodule
```
**run.sh**
```bash
#!/bin/bash
# OpenROAD 26Q1-2900-gdf79404cd8, Yosys 0.63+post, stock flow scripts
make -C /OpenROAD-flow-scripts/flow DESIGN_CONFIG=/design/flow/config.mk WORK_HOME=/design/flow/orfs finish
```
==> summary.txt <==
Post-synth EDFFs = 1,024
GPL Wtd Cong = 0.884
Placed Area = 41,400 um2
Hold/Removal Path Class = flop to flop
# DRC = 0
Final setup vio count = 0
Max-slew violations = 0
Max-area cell share = 77.2%
Startpoint Class = input pin
RSZ-0062 raised after global routing = false
Setup CP Type = input pin to flop
Dominant register cell = edfxtp_1
Tot GR Track Use = 26.1%
Antenna Cells = 0
CTS Hold Bufs = 0
ANT nets after route = 0
Largest net degree at the start of global routing = 107
Final WL = 89,100 um
Rows = 103
Die height = 284 um
Drt pass-1 iters = 5
Synth warn = 1
Post-CTS Repair Setup Buffers = 0
Peak supply drop = 0.0924 mV
DR WL/cell = 31.0 um
Top Ports = 33
Design Area, Final = 44,700 um2
Initial antenna violation count = 2
CP arrival = 5.82 ns
CTS clock-pin slew for the worst setup and hold paths = 0.06 ns
Vias/cell = 6.03
Mapped Area = 39,800 um2
Vias in the first global route = 19,870
Floorplan-stage core utilization = 50.5%
Largest register FFs = 1,024
First-pass GRT wire length = 132,000 um
Post-cts resize count = 0
Yosys cell count = 1,642
Post-synthesis sequential area ratio = 78.0%
Worst Path Max Fanout = 8
Total power = 5460 uW
Clock sinks = 1,039
Status = complete, no violations
Flops after synth = 1,039
Max-Cap Viols = 0
Fill cells = 5,641
Top cells by area = edfxtp_1 77%, mux4_2 19%, nor2_1 1.2%
Die area = 80,700 um2
Final hold vios = 0
Pwr Density = 122 nW/um2
Most used logic cell in the final layout = edfxtp_1
Input/output buffers = 31
Post-synthesis cell count = 1,642
Crit. End Element = flop
Core Region = 78,900 um2
Share of cells above drive strength 1 = 29.8%
Most frequent cells in the layout = 1,024 x edfxtp_1, 336 x mux4_2, 122 x nor2_1
Drt initial violations = 1,084
Area grow syn2layout = 12.2%
Mean post-synth cell area = 24.2 um2
Dpl hpwl = 54,800 um
Largest area contributor in the netlist = edfxtp_1
WP data required = 16.68 ns
Unique cell types = 17
Chip width = 284 um
Total number of vias = 17,324
Yosys stat chip area = 39,800 um2
Rel. slew slack = 41.0%
Skew final = 0.00104 ns
Gr ovfl total = 0
LEAKAGE = 0.0136 uW
Post-Route Setup TNS = 0 ns
OpenROAD warnings = 29
Worst-margin pin slew = 0.882 ns
Fraction of registers with async set/reset = 0%
CTS tree = built
-- logic make-up (layout without fill, tap and decap cells) --
kind of cell,Yosys count,count (layout),synth area share (%)
buffers and inverters,89,271,1.01
DFF,1039,1039,78.0
muxes,344,344,19.2
and+or+nand+nor,170,170,1.75
-- power breakdown --
| group | leakage, uW | internal, uW | switching [uW] |
|---|---|---|---|
| clock | 0.00156 | 1290 | 952 |
| sequential | 0.00933 | 2930 | 11.0 |
| combinational | 0.00267 | 112 | 155 |
-- final timing paths --
path	cells past startpoint	slack, ns	end	start
hold / removal	1	0.72	q[5]	addr_out_reg[5]
setup reg to reg	7	11.61	q[1]	addr_out_reg[0]
max in group clk1	7	11.61	q[1]	addr_out_reg[0]
hold reg to reg	1	0.72	q[5]	addr_out_reg[5]
setup / recovery	4	10.86	mem[80][7]	addr_in[4]
min in group clk0	1	3.04	mem[84][5]	d[5]
-- layer usage --
metal	vias up	part of all wire, %	GRT usage, %
met5	-	0.028	0.238
met4	4	2.7	5.30
met3	142	16	18.9
met2	1018	48	36.8
met1	8910	33	36.8
li1	7250	-	-
-- synth_stat cells (2+ instances only) --
master,count
nor3_1,9
mux4_2,336
nor2_1,122
buf_1,18
mux2_2,8
edfxtp_1,1024
nand2b_1,2
nand3_1,12
nand2_1,14
nor2b_1,7
clkbuf_1,44
buf_4,11
dfxtp_1,15
buf_2,15
nand4_1,3
-- area by class of cell --
cell class | instances | area (um2) | area share, %
clock inverter | 61 | 505 | 1.13
multi-input combinational | 514 | 8350 | 18.7
sequential | 1039 | 31100 | 69.6
timing repair buffer | 79 | 676 | 1.51
clock buffer | 131 | 2750 | 6.15
tap | 1050 | 1310 | 2.94
-- metrics by stage --
| stage | utilization [%] | cells | worst slack (ns) | hold WS (ns) |
|---|---|---|---|---|
| 5_1_grt | 56.6 | 2874 | 10.71 | 0.754 |
| 6_report | 56.6 | 2874 | 10.86 | 0.716 |
| 3_3_place_gp | 52.5 | 2682 | 10.29 | 0.727 |
| 2_1_floorplan | - | 1642 | 11.52 | 0.728 |
| 3_5_place_dp | 52.5 | 2682 | 10.24 | 0.716 |
| 4_1_cts | 56.6 | 2874 | 10.94 | 0.732 |
-- critical path, cell delays in order --
cell,delay [ns]
clkdlybuf4s50_1,0.60
nor2b_1,0.70
nand3_1,0.54
nor2_1,0.69
Power is estimated from default activity; no workload was simulated.
